==> design/flow/design.v <==
module LOSOWE(input [9:0]SW, input CLOCK_50, input [3:0] KEY,output reg [7:0]LEDR, output [6:0]HEX0, output [6:0]HEX1, output [6:0]HEX2, output [6:0]HEX3);
reg [25:0] licznik;
reg [15:0] liczsetne;
reg [15:0] liczpo2;
reg [25:0] licznikX;
reg [15:0] liczsetneX;
integer wartownik;
integer wartownikX;
reg [4:0] random, wylosowana;
reg [4:0] next_random;
initial LEDR = 0;
initial licznikX = 0;
initial licznik =0;
initial liczsetne = 0;
initial liczsetneX = 0;
initial random = 5;
always @(posedge CLOCK_50)
begin
	random[4:0] <= next_random[4:0];
	if(SW[9])
		begin
			licznik <= licznik + 1'b1;
			if(licznik%500000 == 0)
			begin
				liczsetne <= liczsetne+1'b1;
				licznik <= 0;
			end
			if(liczsetne == 200 && licznik%500000 == 0)
			begin
				wylosowana <= random;
				if(wylosowana%4 == 0)
					LEDR[1] <= 1;
				else if(wylosowana%4 == 1)
					LEDR[5] <= 1;
				else if(wylosowana%4 == 2)
					LEDR[3] <= 1;
				else if(wylosowana%4 == 3)
					LEDR[7] <= 1;	
			end
		end
end
always 
begin
	next_random[4:1] = random[3:0];
	next_random[0] = (random[4] + random[2] + 1) %2;
end
endmodule
==> design/flow/run.sh <==
#!/bin/bash
# OpenROAD 26Q1-2900-gdf79404cd8, Yosys 0.63+post, stock flow scripts
make -C /OpenROAD-flow-scripts/flow DESIGN_CONFIG=/design/flow/config.mk WORK_HOME=/design/flow/orfs finish
==> design/flow/config.mk <==
export PLATFORM = sky130hd
export DESIGN_NAME = LOSOWE
export DESIGN_NICKNAME = LOSOWE
export VERILOG_FILES = /design/flow/design.v
export SDC_FILE = /design/flow/constraint.sdc
export NUM_CORES = 4
export LEC_CHECK = 1
export CORE_UTILIZATION = 50
==> design/flow/constraint.sdc <==
current_design LOSOWE

set clk_period 20.1
set clk_io_pct 0.2

create_clock -name clk0 -period $clk_period [get_ports {CLOCK_50}]

set non_clock_inputs [all_inputs -no_clocks]
set_input_delay [expr $clk_period * $clk_io_pct] -clock clk0 $non_clock_inputs
set_output_delay [expr $clk_period * $clk_io_pct] -clock clk0 [all_outputs]
==> qor.yml <==
run_status:
  status: "completed"
global_route:
  overflow: 0
  grt_max_degree: 33
  grt_pass1_vias: 5941
  grt_pass1_wl_mm: 30.04
  antenna_found_initial: 0
  grt_use_total_pct: 25.26
pwr:
  powerDensity_nw_per_um2: 100.5
  p_leak_nw: 2.581
  ir_drop_mv: 0.05730
yosys:
  synth_area_per_cell_um2: 8.079
  top_cell: "nor2_1"
  yosys.area.top_type_share_pct: 19.59
  synth_flops: 53
  synth.distinct_cells: 114
  ys_seq_share_pct: 20.95
  synth_top_cell_by_area: "edfxtp_1"
  flop_cell: "edfxtp_1"
  yosysWarnings: 29
  syn_inst: 911
  ys_async_sr_fraction_pct: 0
  synth.top_cells.by_count: "92 x nor2_1, 80 x nand2_1, 72 x xnor2_1"
  synth-edff-count: 48
  yosysCellCount: 911
  yosys.stat.chipArea_um2: 7360
  synth_area_um2: 7360
  ys_top_cells_by_area: "edfxtp_1 20%, xnor2_1 8.6%, nor2_1 4.7%"
timing:
  slew_viol_final: 0
  fin_crit_ns: 12.09
  rsz0062_at_grt: "no"
  relSlewSlack_pct: 42.17
  setup_violations: 0
  worst-slew-pin-transition_ns: 0.8612
  whs_ns: 0.3311
  hold_viol_final: 0
  finalClockPeriodUsage_pct: 60.15
  fin_skew_ns: 0.008591
  tns_ns: 0
  fmax_mhz: 82.71
clock_tree:
  postCtsHoldBufs: 0
  clkLatencyLatePin_ns: 0.29
  cts_tree: "done"
  cts_buffers: 5
  cts_resized: 0
  root_buffer: "clkbuf_16"
  htree_levels: 2
  cts.sink_count: 53
  cts.path.max_buffers: 2
  cts_setup_buffers: 0
  clk_pin_slew_ns: 0.07
route:
  wl_mm: 18.09
  drc_errors: 0
  drt_iter0_drc: 556
  viasPerCell: 6.221
  vias: 6650
  first_pass_iters: 7
  wl_per_cell_um: 16.92
  num_antenna_cells: 0
  ant_nets: 0
floorplanning:
  fp.dieW_um: 123.3
  rows: 43
  dieArea_um2: 15210
  io-pin-count: 51
  fp-utilization_pct: 52.21
  fp.coreArea_um2: 14100
  die_y_um: 123.3
run:
  maxCapViolations: 0
  warnings: 43
cells_and_area:
  fin_util_pct: 53.22
  drive_above_1_share_pct: 9.899
  area_growth_pct: 1.938
setup_path:
  rrSetupSlack_ns: 8.01
  crit_type: "reg -> reg"
  critPathLaunchType: "flip-flop"
  max_stage_delay_ns: 0.69
  end_kind: "flip-flop"
  worstPathArrival_ns: 12.01
  path_max_fanout: 30
  required_ns: 20.02
  cpMaxStageDelayCell: "edfxtp_1"
hold_path:
  min_path_type: "reg -> reg"
placement:
  dpl.hpwl_mm: 13.93
  gp_congestion: 0.9160
  numPortBuffers: 5
## registers in the layout, summed over array words and instances, names as in the netlist
name and count:
wylosowana 2, LEDR 4, random 5, liczsetne 16
licznik 26
## metal layers
metal / vias up / routed length [µm] / track usage (%)
met2: 158 / 8041 / 38.09
li1: 3302 / - / -
met4: 0 / 119 / 2.334
met5: - / 0 / 0
met3: 10 / 767 / 2.495
met1: 3180 / 9158 / 41.55
## cell type report
class                   instances  area [µm²]
fillers                      1276        6594
repair buffers                  9       80.08
multi-input cells             796        5418
inverters                      23       86.33
flip-flops and latches         53        1541
clock inverters                 3       26.28
clock buffers                   5       125.1
well taps                     180       225.2
## critical path: cells and delay by family, from the launching register on
kind,cells,cell delay (ns)
buf+inv,1,0.36
compound gates,18,4.98
flops,1,0.69
simple gates,10,3.97
mux,4,1.70
## cells in the final DEF (no fill, tap or decap), types with 11 or more instances in the layout
master | netlist | routed
a211oi_1 | 11 | 11
or2_2 | 11 | 11
and2_1 | 18 | 18
and3_1 | 22 | 22
nand3_1 | 33 | 33
edfxtp_1 | 48 | 48
xor2_1 | 24 | 24
conb_1 | 2 | 36
xnor2_1 | 72 | 72
nand2b_1 | 11 | 11
nor2_1 | 92 | 92
a21oi_1 | 40 | 40
mux2i_1 | 11 | 11
o21ai_0 | 31 | 31
inv_1 | 22 | 22
a31oi_1 | 13 | 13
or3_1 | 11 | 11
nor3_1 | 24 | 24
nand2_1 | 80 | 80
nand4_1 | 13 | 13
## final timing paths
check | from | cells past startpoint | to
max | licznik[13]$_SDFFCE_PN0P_ | 33 | liczsetne[14]$_DFFE_PP_
min | random[3]$_DFF_P_ | 0 | random[4]$_DFF_P_
max reg2reg | licznik[13]$_SDFFCE_PN0P_ | 33 | liczsetne[14]$_DFFE_PP_
min reg2reg | random[3]$_DFF_P_ | 0 | random[4]$_DFF_P_
## per-stage QoR
step                      power (W)  worst slack (ns)  instance area, µm²  cells
final                     0.0007541             8.010                7502   1069
after global routing      0.0008148             7.150                7502   1069
after CTS                 0.0007502             8.163                7502   1069
after detailed placement  0.0006604             8.190                7351   1061
after global placement    0.0006528             8.244                7351   1061
after floorplan           0.0005690             10.57                7487    945
## kinds of logic after synthesis
| logic type | synth area share [%] |
|---|---|
| AND/OR/NAND/NOR | 27.66 |
| AND-OR/OR-AND | 27.88 |
| XOR/XNOR | 11.87 |
| buffers and inverters | 7.174 |
| flip-flops | 20.95 |
| multiplexers | 2.601 |
| adder cells (fa/ha/maj) | 1.768 |
| other | 0.1020 |
## where the power goes
group | total [W] | switching, W | internal, W
clock network | 0.0000864 | 0.0000394 | 0.0000470
registers | 0.000133 | 0.00000948 | 0.000124
logic | 0.000534 | 0.000333 | 0.000201
total | 0.000754 | 0.000382 | 0.000373
Power and IR drop assume default switching activity.
